<file path="flow/config.mk">
export PLATFORM = sky130hd
export DESIGN_NAME = MCPU_Alu
export DESIGN_NICKNAME = MCPU_Alu
export VERILOG_FILES = /design/flow/design.v
export SDC_FILE = /design/flow/constraint.sdc
export NUM_CORES = 4
export LEC_CHECK = 1
export CORE_UTILIZATION = 30
</file>
<file path="flow/constraint.sdc">
current_design MCPU_Alu

set clk_period 11.9
set clk_io_pct 0.2

create_clock -name clk0 -period $clk_period

set non_clock_inputs [all_inputs -no_clocks]
set_input_delay [expr $clk_period * $clk_io_pct] -clock clk0 $non_clock_inputs
set_output_delay [expr $clk_period * $clk_io_pct] -clock clk0 [all_outputs]
</file>
<file path="flow/design.v">
module MCPU_Alu(cmd,in1,in2,out,CF);
parameter CMD_SIZE=3;
parameter WORD_SIZE=16;
parameter  [CMD_SIZE-1:0]  CMD_AND  = 0;  
parameter  [CMD_SIZE-1:0]  CMD_OR   = 1;  
parameter  [CMD_SIZE-1:0]  CMD_XOR   = 2;  
parameter  [CMD_SIZE-1:0]  CMD_ADD   = 3;  
parameter  [CMD_SIZE-1:0]  CMD_LSL   = 4;  
parameter  [CMD_SIZE-1:0]  CMD_LSR   = 5;  
input [CMD_SIZE-1:0] cmd;
input [WORD_SIZE-1:0] in1;
input [WORD_SIZE-1:0] in2;
output[WORD_SIZE-1:0] out;
output CF;
wire [CMD_SIZE-1:0] cmd;
wire [WORD_SIZE-1:0] in1;
wire [WORD_SIZE-1:0] in2;
reg  [WORD_SIZE-1:0] out;
reg  CF;
always @ (cmd, in1, in2)
  #2
case(cmd)
  CMD_LSL : begin
              out = in1 << in2;
  end
  CMD_LSR : begin
              out = in1 >> in2;
  end
  CMD_AND : begin
               out = in1&in2; 
      end
  CMD_OR : begin
              out = in1|in2;
            end
  CMD_XOR : begin
              out = in1^in2;
            end
  default : begin
              {CF,out} = in1+in2;
            end
 endcase
endmodule
</file>
<file path="flow/run.sh">
#!/bin/bash
# OpenROAD 26Q1-2900-gdf79404cd8, Yosys 0.63+post, stock flow scripts
make -C /OpenROAD-flow-scripts/flow DESIGN_CONFIG=/design/flow/config.mk WORK_HOME=/design/flow/orfs finish
</file>
==> results.json <==
{
  "warning_count": 48,
  "cp_data_required_time_ns": 9.52,
  "wl_met1_mm": 5.09,
  "via_per_inst": 5.79,
  "logic_family": "AND-OR/OR-AND gates",
  "grt_usage": 0.205,
  "wl_met2_mm": 5.04,
  "vdd.ir_drop.worst_uv": 13.8,
  "antenna_cells": 0,
  "min_period_over_period": 0.744,
  "dp_hpwl_mm": 8.71,
  "untimed_endpoints": 2,
  "max_freq_ghz": 0.113,
  "port_buffers": 52,
  "top_cells_by_area": "ha_1 (13%), mux4_2 (8.5%), mux2i_1 (7.9%)",
  "avgSynthCellArea_um2": 7.06,
  "cts_resized": 0,
  "synth_warnings": 1,
  "drv_cap": 0,
  "cp_slowest_cell": "clkinv_1",
  "grt-ovfl-total": 0,
  "largest_register_ffs": 1,
  "syn_to_final_growth_pct": 18.9,
  "crit_fanout": 33,
  "max_stage_delay_ns": 0.69,
  "grt_pass1_vias": 3165,
  "die-height_um": 105,
  "synth-xor-area-share": 0.0248,
  "yosysTopAreaCell": "ha_1",
  "synthMuxAreaShare": 0.206,
  "ys_seq_elements": 1,
  "wl_mm": 11.1,
  "hold_path.class": "input pin to primary output",
  "met3_length_um": 766,
  "yosysCellCount": 450,
  "antenna_found_initial": 0,
  "slew_viol_final": 0,
  "cp_common_cell": "clkdlybuf4s50_1",
  "synthesis.area_um2": 3180,
  "setup_viol": 0,
  "pre_cts_ws_ns": 3.09,
  "period_minus_slack_ns": 8.85,
  "crit_type": "input pin to primary output",
  "ys_types": 60,
  "die_area_um2": 11000,
  "status": "finished clean",
  "wl_per_cell_um": 18.1,
  "top_cell_area_share": 0.126,
  "critPathBufInv": 4,
  "top_cell": "a21oi_1",
  "crit_family": "buffers and inverters",
  "leakagePower_nw": 1.55,
  "final-seq-area_um2": 15.0,
  "drc_errors": 0,
  "fp.coreArea_um2": 10300,
  "final_util": 0.368,
  "finalHoldViolCount": 0,
  "ys_top_cells_by_count": "a21oi_1 (42), inv_1 (35), nand2_1 (33), ha_1 (32)",
  "finalWeightedCongestion": 0.915,
  "ys_chip_area_um2": 3180,
  "fp_util": 0.309,
  "ys_sh_adder": 0.132,
  "cp.arrival_ns": 6.47,
  "post_cts_buffers": 0,
  "tightest_slew_ns": 0.742,
  "synth-edff-count": 0,
  "cp-end-kind": "primary output",
  "power_density_nw_per_um2": 42.8,
  "drtPass1Iterations": 6,
  "ys_sh_aoi": 0.331,
  "slew_headroom": 0.503,
  "synthCells": 450,
  "async_reset_ff_frac": 0,
  "grt_max_degree": 44,
  "highest_layer": "met4",
  "grt_setup_unrepaired": "false",
  "grt_pass1_wl_mm": 17.7,
  "cts_hold_buf": 0,
  "std_cell_rows": 37,
  "ys.flop_type": "dlxtn_1",
  "io_pins": 52,
  "vias": 3544,
  "ys_sh_simple": 0.210,
  "fillers": 1105,
  "timing.final.ws_setup_ns": 3.05,
  "cp-start-kind": "input pin",
  "ant_nets": 0,
  "drive_gt1_frac": 0.0861,
  "drt_iter0_markers": 260,
  "crit_chain": "clkdlybuf4s50_1 -> buf_4 -> clkinv_1 -> ha_1 -> nor2b_1 -> o31a_1 -> a211oi_1 -> a21oi_1 -> o211a_1 -> nor3_1 -> clkdlybuf4s50_1",
  "chipWidth_um": 105,
  "comb_area_um2": 2870,
  "unclocked_pins": 1,
  "timing.setup.tns_ns": 0
}
[final cells by class]
type | instances | share of cell area
multi-input cells | 377 | 0.761
well taps | 136 | 0.0450
flip-flops and latches | 1 | 0.00397
repair buffers | 60 | 0.152
inverters | 38 | 0.0378
[cells in the final DEF, fill, tap and decap left out, drive strengths merged, types with 4 or more instances in the layout]
| master | n |
|---|---|
| nor4 | 4 |
| o211ai | 5 |
| buf | 9 |
| nor2b | 5 |
| xor2 | 5 |
| inv | 35 |
| mux2i | 25 |
| mux4 | 12 |
| a21oi | 42 |
| mux2 | 12 |
| a211oi | 7 |
| nand4 | 7 |
| nor3 | 13 |
| a22oi | 6 |
| xnor2 | 4 |
| o22a | 11 |
| clkdlybuf4s50 | 51 |
| o22ai | 8 |
| nand2 | 33 |
| nand2b | 4 |
| ha | 32 |
| o21a | 7 |
| nand3 | 11 |
| a2bb2oi | 4 |
| a21o | 5 |
| and4 | 4 |
| and2 | 5 |
| a31oi | 7 |
| nor2 | 30 |
| o21ai | 32 |
[through the flow]
stage	hold slack, ns	total power, mW	area, µm²	cells
after floorplan	4.91	0.100	3180	450
after global placement	6.04	0.160	3780	612
after detailed placement	6.05	0.160	3780	612
after CTS	6.05	0.161	3780	612
after global routing	6.08	0.177	3780	612
final	6.04	0.162	3780	612
[logic make-up (layout without fill, tap and decap cells)]
logic type / count (synthesis) / count (layout)
latches: 1 / 1
XOR/XNOR: 9 / 9
adder cells (fa/ha/maj): 33 / 33
AND/OR/NAND/NOR: 126 / 126
buffers and inverters: 72 / 98
AND-OR/OR-AND: 160 / 160
multiplexers: 49 / 49
[power breakdown]
part | total, mW | internal [mW] | switching [mW]
Clock | 0 | 0 | 0
Combinational | 0.161 | 0.0770 | 0.0843
Sequential | 0.000541 | 0.000481 | 0.0000597
Total | 0.162 | 0.0775 | 0.0843
[path summary, 6_finish.rpt]
check	start	endpoint	slack (ns)	depth (start not counted)
worst max-delay path	in2[2]	out[14]	3.05	11
worst min-delay path	in2[3]	out[1]	6.04	5
[per-layer routing]
layer  GRT usage  vias up
li1            -     1742
met4      0.0332        0
met3      0.0229       14
met5           0        -
met1       0.313     1656
met2       0.316      132
Power is estimated from default activity; no workload was simulated.
